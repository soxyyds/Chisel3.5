--- flow/run.sh ---
#!/bin/bash
# OpenROAD 26Q1-2900-gdf79404cd8, Yosys 0.63+post, stock flow scripts
make -C /OpenROAD-flow-scripts/flow DESIGN_CONFIG=/design/flow/config.mk WORK_HOME=/design/flow/orfs finish
--- flow/constraint.sdc ---
current_design forward1

set clk_period 18.8
set clk_io_pct 0.2

create_clock -name clk0 -period $clk_period

set non_clock_inputs [all_inputs -no_clocks]
set_input_delay [expr $clk_period * $clk_io_pct] -clock clk0 $non_clock_inputs
set_output_delay [expr $clk_period * $clk_io_pct] -clock clk0 [all_outputs]
--- flow/config.mk ---
export PLATFORM = sky130hd
export DESIGN_NAME = forward1
export DESIGN_NICKNAME = forward1
export VERILOG_FILES = /design/flow/design.v
export SDC_FILE = /design/flow/constraint.sdc
export NUM_CORES = 4
export LEC_CHECK = 1
export CORE_AREA = 10 10 332 332
export DIE_AREA = 0 0 342 342
--- flow/design.v ---
module forward1(
  input         clock,
  input         reset,
  input  [4:0]  io_id_rs1_0,
  input  [4:0]  io_id_rs2_0,
  input  [4:0]  io_id_rs1_1,
  input  [4:0]  io_id_rs2_1,
  input  [31:0] io_id_rs1_data_0,
  input  [31:0] io_id_rs2_data_0,
  input  [31:0] io_id_rs1_data_1,
  input  [31:0] io_id_rs2_data_1,
  input  [4:0]  io_exmem_rd_0,
  input  [4:0]  io_exmem_rd_1,
  input         io_exmem_rdwen_0,
  input         io_exmem_rdwen_1,
  input         io_exmem_rdlden_0,
  input         io_exmem_rdlden_1,
  input  [31:0] io_exmem_data_0,
  input  [31:0] io_exmem_data_1,
  input  [4:0]  io_mem_rd_0,
  input  [4:0]  io_mem_rd_1,
  input         io_mem_rdwen_0,
  input         io_mem_rdwen_1,
  input  [31:0] io_mem_data_0,
  input  [31:0] io_mem_data_1,
  input  [4:0]  io_memwb_rd_0,
  input  [4:0]  io_memwb_rd_1,
  input         io_memwb_rdwen_0,
  input         io_memwb_rdwen_1,
  input  [31:0] io_memwb_data_0,
  input  [31:0] io_memwb_data_1,
  output [31:0] io_fwd_data_rs1_0,
  output [31:0] io_fwd_data_rs2_0,
  output [31:0] io_fwd_data_rs1_1,
  output [31:0] io_fwd_data_rs2_1,
  output        io_stall_req
);
  wire  _T_2 = io_id_rs1_0 != 5'h0;  
  wire  _T_3 = io_exmem_rd_0 == io_id_rs1_0;  
  wire  _T_5 = io_id_rs2_0 != 5'h0;  
  wire  _T_6 = io_exmem_rd_0 == io_id_rs2_0;  
  wire  _T_7 = io_id_rs2_0 != 5'h0 & io_exmem_rd_0 == io_id_rs2_0;  
  wire  _T_8 = io_id_rs1_0 != 5'h0 & io_exmem_rd_0 == io_id_rs1_0 | _T_7;  
  wire  _T_9 = io_id_rs1_1 != 5'h0;  
  wire  _T_10 = io_exmem_rd_0 == io_id_rs1_1;  
  wire  _T_11 = io_id_rs1_1 != 5'h0 & io_exmem_rd_0 == io_id_rs1_1;  
  wire  _T_12 = _T_8 | _T_11;  
  wire  _T_13 = io_id_rs2_1 != 5'h0;  
  wire  _T_14 = io_exmem_rd_0 == io_id_rs2_1;  
  wire  _T_15 = io_id_rs2_1 != 5'h0 & io_exmem_rd_0 == io_id_rs2_1;  
  wire  _T_16 = _T_12 | _T_15;  
  wire  _T_17 = io_exmem_rdlden_0 & io_exmem_rd_0 != 5'h0 & _T_16;  
  wire  _T_21 = io_exmem_rd_1 == io_id_rs1_0;  
  wire  _T_24 = io_exmem_rd_1 == io_id_rs2_0;  
  wire  _T_25 = _T_5 & io_exmem_rd_1 == io_id_rs2_0;  
  wire  _T_26 = _T_2 & io_exmem_rd_1 == io_id_rs1_0 | _T_25;  
  wire  _T_28 = io_exmem_rd_1 == io_id_rs1_1;  
  wire  _T_29 = _T_9 & io_exmem_rd_1 == io_id_rs1_1;  
  wire  _T_30 = _T_26 | _T_29;  
  wire  _T_32 = io_exmem_rd_1 == io_id_rs2_1;  
  wire  _T_33 = _T_13 & io_exmem_rd_1 == io_id_rs2_1;  
  wire  _T_34 = _T_30 | _T_33;  
  wire  _T_35 = io_exmem_rdlden_1 & io_exmem_rd_1 != 5'h0 & _T_34;  
  wire [31:0] _GEN_2 = io_memwb_rdwen_1 & io_memwb_rd_1 == io_id_rs1_0 ? io_memwb_data_1 : io_id_rs1_data_0;  
  wire [31:0] _GEN_3 = io_memwb_rdwen_0 & io_memwb_rd_0 == io_id_rs1_0 ? io_memwb_data_0 : _GEN_2;  
  wire [31:0] _GEN_4 = io_mem_rdwen_1 & io_mem_rd_1 == io_id_rs1_0 ? io_mem_data_1 : _GEN_3;  
  wire [31:0] _GEN_5 = io_mem_rdwen_0 & io_mem_rd_0 == io_id_rs1_0 ? io_mem_data_0 : _GEN_4;  
  wire [31:0] _GEN_6 = io_exmem_rdwen_1 & _T_21 ? io_exmem_data_1 : _GEN_5;  
  wire [31:0] _GEN_7 = io_exmem_rdwen_0 & _T_3 ? io_exmem_data_0 : _GEN_6;  
  wire [31:0] _GEN_9 = io_memwb_rdwen_1 & io_memwb_rd_1 == io_id_rs2_0 ? io_memwb_data_1 : io_id_rs2_data_0;  
  wire [31:0] _GEN_10 = io_memwb_rdwen_0 & io_memwb_rd_0 == io_id_rs2_0 ? io_memwb_data_0 : _GEN_9;  
  wire [31:0] _GEN_11 = io_mem_rdwen_1 & io_mem_rd_1 == io_id_rs2_0 ? io_mem_data_1 : _GEN_10;  
  wire [31:0] _GEN_12 = io_mem_rdwen_0 & io_mem_rd_0 == io_id_rs2_0 ? io_mem_data_0 : _GEN_11;  
  wire [31:0] _GEN_13 = io_exmem_rdwen_1 & _T_24 ? io_exmem_data_1 : _GEN_12;  
  wire [31:0] _GEN_14 = io_exmem_rdwen_0 & _T_6 ? io_exmem_data_0 : _GEN_13;  
  wire [31:0] _GEN_16 = io_memwb_rdwen_1 & io_memwb_rd_1 == io_id_rs1_1 ? io_memwb_data_1 : io_id_rs1_data_1;  
  wire [31:0] _GEN_17 = io_memwb_rdwen_0 & io_memwb_rd_0 == io_id_rs1_1 ? io_memwb_data_0 : _GEN_16;  
  wire [31:0] _GEN_18 = io_mem_rdwen_1 & io_mem_rd_1 == io_id_rs1_1 ? io_mem_data_1 : _GEN_17;  
  wire [31:0] _GEN_19 = io_mem_rdwen_0 & io_mem_rd_0 == io_id_rs1_1 ? io_mem_data_0 : _GEN_18;  
  wire [31:0] _GEN_20 = io_exmem_rdwen_1 & _T_28 ? io_exmem_data_1 : _GEN_19;  
  wire [31:0] _GEN_21 = io_exmem_rdwen_0 & _T_10 ? io_exmem_data_0 : _GEN_20;  
  wire [31:0] _GEN_23 = io_memwb_rdwen_1 & io_memwb_rd_1 == io_id_rs2_1 ? io_memwb_data_1 : io_id_rs2_data_1;  
  wire [31:0] _GEN_24 = io_memwb_rdwen_0 & io_memwb_rd_0 == io_id_rs2_1 ? io_memwb_data_0 : _GEN_23;  
  wire [31:0] _GEN_25 = io_mem_rdwen_1 & io_mem_rd_1 == io_id_rs2_1 ? io_mem_data_1 : _GEN_24;  
  wire [31:0] _GEN_26 = io_mem_rdwen_0 & io_mem_rd_0 == io_id_rs2_1 ? io_mem_data_0 : _GEN_25;  
  wire [31:0] _GEN_27 = io_exmem_rdwen_1 & _T_32 ? io_exmem_data_1 : _GEN_26;  
  wire [31:0] _GEN_28 = io_exmem_rdwen_0 & _T_14 ? io_exmem_data_0 : _GEN_27;  
  assign io_fwd_data_rs1_0 = _T_2 ? _GEN_7 : io_id_rs1_data_0;  
  assign io_fwd_data_rs2_0 = _T_5 ? _GEN_14 : io_id_rs2_data_0;  
  assign io_fwd_data_rs1_1 = _T_9 ? _GEN_21 : io_id_rs1_data_1;  
  assign io_fwd_data_rs2_1 = _T_13 ? _GEN_28 : io_id_rs2_data_1;  
  assign io_stall_req = _T_35 | _T_17;  
endmodule
==> flow_metrics.env <==
# source this file to load flow results
export IMPL_syn2layout_area_growth_pct=57.7
export IMPL_worstSetupPathDepth=9
export IMPL_hold_ws_ns=8.48
export IMPL_io_pins=509
export IMPL_drive_above_1_share_pct=8.05
export IMPL_crit_family="buffers and inverters"
export IMPL_grt_pass1_wl_um=143000
export IMPL_io_buffer_count=507
export IMPL_fp_util_pct=10.7
export IMPL_flops=0
export IMPL_top_area_share_pct=9.28
export IMPL_antenna_found_initial=25
export IMPL_pre_cts_ws_ns=7.05
export IMPL_cp_end_kind="output port"
export IMPL_fin_tns_setup_ns=0
export IMPL_cp_data_required_time_ns=15.04
export IMPL_slew_violations=0
export IMPL_finalSetupViolations=0
export IMPL_relSlewSlack_pct=43.7
export IMPL_period_minus_slack_ns=11.91
export IMPL_rsz0062_at_grt="no"
export IMPL_p_leak_nw=5.49
export IMPL_hpwl_um=76600
export IMPL_hold_path_class="in2out"
export IMPL_crit_buf_inv=4
export IMPL_ys_warn_count=0
export IMPL_viasPerCell=5.16
export IMPL_finalWirelength_um=108000
export IMPL_synth_most_common_cell="nor2_1"
export IMPL_swShare_pct=49.4
export IMPL_grt_use_total_pct=17.5
export IMPL_syn_inst=1710
export IMPL_dr_total_vias=17700
export IMPL_cts_resized=0
export IMPL_routabilityCongestion=0.945
export IMPL_drtIter0Drc=2261
export IMPL_post_route_util_pct=16.8
export IMPL_hold_path_depth=4
export IMPL_finalHoldViolations=0
export IMPL_core_um2=103000
export IMPL_seq_area_um2=0
export IMPL_vdd_drop_max_v=0.0000151
export IMPL_grt_max_degree=41
export IMPL_post_cts_repair_setup_buffers=0
export IMPL_critPathMaxFanout=33
export IMPL_ys_cells=1710
export IMPL_firstDrtPassIters=8
export IMPL_hp_start="io_exmem_rdlden_1"
export IMPL_p_int_w=0.000210
export IMPL_num_rows=118
export IMPL_tightestPinTransition_ns=0.842
export IMPL_slowest_stage="clkdlybuf4s50_1"
export IMPL_ant_nets=0
export IMPL_setup_slack_ns=6.89
export IMPL_common_cells="nor2_1, clkbuf_1, nor3_1"
export IMPL_path_class="in2out"
export IMPL_synth_avg_cell_area_um2=6.43
export IMPL_startpoint_type="input pin"
export IMPL_power_density_nw_per_um2=24.0
export IMPL_grt_pass1_vias=17500
export IMPL_overflow=0
export IMPL_die_w_um=342
export IMPL_warnings=34
export IMPL_dieArea_um2=117000
export IMPL_die_h_um=342
export IMPL_synth_distinct_cells=43
export IMPL_worstPathArrival_ns=8.15
export IMPL_nClkBuffers=0
export IMPL_maxCapViolCount=0
export IMPL_wire_per_inst_um=31.4
export IMPL_synthTopCellsByArea="nor2_1, a221oi_2, a221o_1, o311a_1, xor2_1"
export IMPL_drc=0
export IMPL_finalClockPeriodUsage_pct=63.4
export IMPL_path_cells="clkdlybuf4s50_1 -> nor3_1 -> nand2_4 -> a21boi_4 -> buf_4 -> nand3_2 -> buf_4 -> o311a_1 -> clkdlybuf4s50_1"
export IMPL_switchingPower_w=0.000206
export IMPL_cpPeakStageDelay_ns=0.84
export IMPL_ys_seq_share_pct=0
export IMPL_syn_area_um2=11000
export IMPL_yosys_area_top_type="nor2_1"
export IMPL_status="finished, final reports clean"
export IMPL_yosys_area_um2=11000
export IMPL_min_to="io_stall_req"
export IMPL_max_freq_mhz=83.9
export IMPL_hold_buffers=0
==> worst max-delay path by stage <==
stage             startpoint                   end  slack, ns
global route  io_id_rs2_0[2]  io_fwd_data_rs2_0[1]       6.84
finish        io_id_rs2_0[2]  io_fwd_data_rs2_0[1]       6.89
CTS           io_id_rs2_0[2]  io_fwd_data_rs2_0[1]       7.05
==> power by group through the flow <==
| stage | clock network [W] | logic [W] | registers, W |
|---|---|---|---|
| 4_1_cts | 0 | 0.000410 | 0 |
| 5_1_grt | 0.0000000000216 | 0.000436 | 0 |
==> stage by stage <==
stage,std cells,cell area (µm²),power (W)
finish,3429,17300,0.000416
detailed placement,3418,17300,0.000407
floorplan,1710,11000,0.000149
global placement,3418,17300,0.000408
global route,3421,17300,0.000436
CTS,3418,17300,0.000410
==> layout make-up <==
cell class | instances | area (µm²)
tap | 1380 | 1730
antenna | 11 | 27.5
multi-input combinational | 1473 | 10100
timing repair buffer | 560 | 5460
inverter | 5 | 20.0
fill | 11700 | 85900
==> layout by cell type, fill, tap and decap left out, types with 3 or more instances in the layout <==
master	count
buf_4	53
nand2_4	3
a211oi_1	6
and3_2	6
o32ai_1	32
o22ai_1	32
a221oi_1	32
xor2_1	70
nand3_2	12
nor2_4	4
a21oi_1	32
o21ai_0	82
diode_2	11
o211ai_1	65
nand3_4	3
a31oi_1	64
and3_4	4
a221o_1	64
o21a_1	36
inv_1	4
a311oi_1	32
nor3_1	108
nor2_1	268
nand2b_1	31
nand3_1	12
nand2_1	70
nor4_1	10
a221oi_2	60
clkdlybuf4s50_1	505
or3_1	27
and2_1	96
nor3b_1	32
o21ai_1	12
xnor2_1	50
and3b_1	31
o311a_1	64
==> metal layers <==
metal / GRT usage (%) / vias up / share of wire (%) / routed length, µm
met3: 6.12 / 501 / 12 / 13500
met4: 7.59 / 12 / 5.2 / 5640
met1: 21.7 / 8181 / 39 / 42400
met2: 27.2 / 1744 / 43 / 46100
met5: 0 / - / 0.071 / 76
li1: - / 7256 / - / -
==> kinds of logic after synthesis <==
logic type	synth area share, %
compound gates	46.7
xor+xnor	9.56
buf+inv	10.3
simple gates	33.5
==> tightest hold or removal path, stage by stage <==
cell and delay, ns:
clkdlybuf4s50_1 0.40, o211ai_1 0.07, o21ai_0 0.08, clkdlybuf4s50_1 0.41
Power and IR drop assume default switching activity.
