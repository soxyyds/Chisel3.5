**flow/design.v**
```verilog
module ExSof(
  input         clock,
  input         reset,
  input  [31:0] io_issue_in_0_rs1,
  input  [31:0] io_issue_in_0_rs2,
  input  [31:0] io_issue_in_0_imm,
  input  [3:0]  io_issue_in_0_op,
  input         io_issue_in_0_isMem,
  input  [1:0]  io_issue_in_0_memOp,
  input  [4:0]  io_issue_in_0_rd,
  input         io_issue_in_0_rdWen,
  input  [31:0] io_issue_in_1_rs1,
  input  [31:0] io_issue_in_1_rs2,
  input  [31:0] io_issue_in_1_imm,
  input  [3:0]  io_issue_in_1_op,
  input         io_issue_in_1_isMem,
  input  [1:0]  io_issue_in_1_memOp,
  input  [4:0]  io_issue_in_1_rd,
  input         io_issue_in_1_rdWen,
  input         io_valid_in_0,
  input         io_valid_in_1,
  input         io_alu_ready_in_0,
  input         io_alu_ready_in_1,
  output        io_result_ready_out_0,
  output        io_result_ready_out_1,
  output        io_ex_ctrl_out_0_writeEnable,
  output        io_ex_ctrl_out_0_isALU,
  output        io_ex_ctrl_out_0_isMem,
  output [4:0]  io_ex_ctrl_out_0_rd,
  output        io_ex_ctrl_out_0_rdWen,
  output [31:0] io_alu_data_out_0_src1,
  output [31:0] io_alu_data_out_0_src2,
  output [3:0]  io_alu_data_out_0_op,
  output        io_mem_op_out_0_isMem,
  output [1:0]  io_mem_op_out_0_memOp,
  output        io_ex_ctrl_out_1_writeEnable,
  output        io_ex_ctrl_out_1_isALU,
  output        io_ex_ctrl_out_1_isMem,
  output [4:0]  io_ex_ctrl_out_1_rd,
  output        io_ex_ctrl_out_1_rdWen,
  output [31:0] io_alu_data_out_1_src1,
  output [31:0] io_alu_data_out_1_src2,
  output [3:0]  io_alu_data_out_1_op,
  output        io_mem_op_out_1_isMem,
  output [1:0]  io_mem_op_out_1_memOp
);
  assign io_result_ready_out_0 = io_valid_in_0 & io_alu_ready_in_0;  
  assign io_result_ready_out_1 = io_valid_in_1 & io_alu_ready_in_1;  
  assign io_ex_ctrl_out_0_writeEnable = io_valid_in_0 & io_alu_ready_in_0;  
  assign io_ex_ctrl_out_0_isALU = 1'h1;  
  assign io_ex_ctrl_out_0_isMem = io_issue_in_0_isMem;  
  assign io_ex_ctrl_out_0_rd = io_issue_in_0_rd;  
  assign io_ex_ctrl_out_0_rdWen = io_issue_in_0_rdWen;  
  assign io_alu_data_out_0_src1 = io_issue_in_0_rs1;  
  assign io_alu_data_out_0_src2 = io_issue_in_0_isMem ? io_issue_in_0_imm : io_issue_in_0_rs2;  
  assign io_alu_data_out_0_op = io_issue_in_0_op;  
  assign io_mem_op_out_0_isMem = io_issue_in_0_isMem;  
  assign io_mem_op_out_0_memOp = io_issue_in_0_memOp;  
  assign io_ex_ctrl_out_1_writeEnable = io_valid_in_1 & io_alu_ready_in_1;  
  assign io_ex_ctrl_out_1_isALU = 1'h1;  
  assign io_ex_ctrl_out_1_isMem = io_issue_in_1_isMem;  
  assign io_ex_ctrl_out_1_rd = io_issue_in_1_rd;  
  assign io_ex_ctrl_out_1_rdWen = io_issue_in_1_rdWen;  
  assign io_alu_data_out_1_src1 = io_issue_in_1_rs1;  
  assign io_alu_data_out_1_src2 = io_issue_in_1_isMem ? io_issue_in_1_imm : io_issue_in_1_rs2;  
  assign io_alu_data_out_1_op = io_issue_in_1_op;  
  assign io_mem_op_out_1_isMem = io_issue_in_1_isMem;  
  assign io_mem_op_out_1_memOp = io_issue_in_1_memOp;  
endmodule
```
**flow/constraint.sdc**
```tcl
current_design ExSof

set clk_period 1.0
set clk_io_pct 0.2

create_clock -name clk0 -period $clk_period

set non_clock_inputs [all_inputs -no_clocks]
set_input_delay [expr $clk_period * $clk_io_pct] -clock clk0 $non_clock_inputs
set_output_delay [expr $clk_period * $clk_io_pct] -clock clk0 [all_outputs]
```
**flow/config.mk**
```make
export PLATFORM = sky130hd
export DESIGN_NAME = ExSof
export DESIGN_NICKNAME = ExSof
export VERILOG_FILES = /design/flow/design.v
export SDC_FILE = /design/flow/constraint.sdc
export NUM_CORES = 4
export LEC_CHECK = 1
export CORE_AREA = 10 10 155 155
export DIE_AREA = 0 0 165 165
```
**flow/run.sh**
```bash
#!/bin/bash
# OpenROAD 26Q1-2900-gdf79404cd8, Yosys 0.63+post, stock flow scripts
make -C /OpenROAD-flow-scripts/flow DESIGN_CONFIG=/design/flow/config.mk WORK_HOME=/design/flow/orfs finish
```
==> Slide: Implementation Results <==
Synthesis and Place & Route Summary

Drt
  – ANT nets after route: 0
  – Drt first pass iters: 2
  – Vias per inst: 2.75
  – Routed WL: 9380 um
  – Mean routed wirelength per cell: 16.6 um
  – DR vias: 1555
  – Number of DRC markers in iteration 0: 35
  – DRC errors left: 0
  – Antenna diodes: 0

Min path
  – Hold Startpoint: io_issue_in_0_rs1[16]
  – Worst min path class: input pin to output port

Logic synthesis
  – Cell type with the largest total area: mux2_4
  – Aoi share: 0%
  – Dominant cell area share: 49.3%
  – Post-Synth Adder-Cell Area: 0%
  – Synth Warn #: 0
  – Xor/xnor share: 0%
  – Area contributors post-synth: mux2_4 49%, buf_4 39%, buf_12 6.6%
  – Post-Syn Area per Cell: 10.7 um2
  – Mux cell area share: 51.8%
  – Number of distinct library cells after synthesis: 7
  – Number of cells in Yosys stat: 171
  – Post-synth top cells: 96 x buf_4, 60 x mux2_4, 6 x buf_12
  – Syn Inst Count: 171
  – Synth top cell by count: buf_4
  – Simple share: 0.685%
  – Chip area in the Yosys report: 1830 um2
  – Dominant comb cell: multiplexers
  – Sequential-to-total area share from yosys stat: 0%
  – Synthesized area: 1830 um2

Worst setup path
  – Worst Setup SP: io_issue_in_0_isMem
  – Worst Path Required: 800 ps
  – CP endpoint kind: output port
  – Crit start category: input pin
  – CP arrival: 1010 ps
  – Critical path class: input pin to output port
  – CP Max Fanout: 6

Finish
  – Flop count: 0
  – Utilization after layout: 17.6%
  – Area Overhead vs Synth: 96.9%
  – FILL cells: 2297
  – Share of layout cells above drive strength 1: 53.2%
  – Multi-input combinational cell area: 986 um2
  – CLK BUF: 0
  – Seq. cell area: 0 um2

Placement
  – Placer Congestion: 0.785
  – DP HPWL: 8070 um
  – Port Buf Inserts: 206

Run status
  – Failing checks: setup timing
  – Status: finished with violations

STA
  – Minimum period implied by the final worst setup slack: 1210 ps
  – Hold slack: 400 ps
  – RSZ-0062 raised after global routing: true
  – Cycle use final: 121%
  – Worst Setup Slack, final: -206 ps
  – Max frequency: 829 MHz
  – Final hold viol count: 0
  – Final setup viols: 64
  – Max Slew Vio Count: 0

Power
  – Pleak: 1.93 nW
  – Power per cell area: 376 nW/um2
  – VDD IR max: 0.000101 V
  – Total power: 0.00135 W

Floorplan
  – Core area: 20400 um2
  – Die Wd: 165 um
  – Die footprint: 27200 um2
  – Die Span Y: 165 um
  – Ports: 386
  – Core Util at FP: 8.94%
  – Site Rows: 52

Global routing
  – First-pass GRT wire length: 12200 um
  – Largest net degree at the start of global routing: 9
  – Vias in the first global route: 1738
  – Initial antenna violation count: 0
  – Total GRT Usage: 6.01%
  – Total congestion overflow: 0

Run
  – Max_cap viols: 0
  – Tool warning count: 36
==> through the flow <==
step	cells	instance area (um2)	setup TNS [ps]	setup WS, ps
CTS	563	3480	-8200	-232
global placement	550	3450	-34840	-567
floorplan	172	1830	0	66.9
global route	565	3590	-8450	-234
finish	565	3590	-7210	-206
detailed placement	550	3450	-34750	-572
==> cell type report <==
type                       instances  share of cell area (%)
timing repair buffer             227                    63.2
multi-input combinational         68                    27.4
tap                              270                    9.40
==> worst paths after layout <==
path	end	slack (ps)	cells past startpoint
worst min-delay path	io_alu_data_out_0_src1[16]	400	0
worst max-delay path	io_alu_data_out_0_src2[18]	-210	5
==> what timing repair did <==
item	CTS	global route
endpoints found under the setup margin	72	64
buffers inserted	8	4
pin swaps	2	0
hold buffers	0	0
resized	362	36
gates cloned	5	0
==> logic make-up after synthesis <==
kind of cell | after synthesis
buf+inv | 104
mux | 64
simple gates | 2
other cells | 1
==> power by group <==
group | total [W] | switching (W) | internal [W]
sequential | 0 | 0 | 0
combinational | 0.00135 | 0.000326 | 0.00103
clock | 0 | 0 | 0
==> worst max-delay path, stage by stage <==
cell,delay [ps]
buf_12,120
buf_12,130
buf_12,120
mux2_4,310
buf_6,110
==> per-layer routing <==
layer	vias up	global-route usage, %	routed length [um]
met5	-	0	0
met4	0	2.09	309
met3	40	2.98	1250
met2	152	10.2	4770
met1	637	6.30	3050
li1	726	-	-
==> placed cells by master (no fill, tap or decap) <==
| cell type | synthesis | routed |
|---|---|---|
| buf_12 | 6 | 8 |
| clkdlybuf4s50_1 | 0 | 18 |
| dlymetal6s2s_1 | 0 | 19 |
| buf_16 | 0 | 5 |
| dlygate4sd2_1 | 0 | 97 |
| mux2_4 | 60 | 64 |
| clkdlybuf4s15_1 | 0 | 2 |
| buf_2 | 0 | 27 |
| buf_8 | 0 | 2 |
| buf_6 | 2 | 42 |
| clkbuf_2 | 0 | 2 |
| buf_4 | 96 | 5 |
| conb_1 | 1 | 2 |
| and2_4 | 0 | 2 |
Power figures rest on the tool's default switching activity, not on a simulated workload.
